==> flow/design.v <==
`timescale 1ns / 1ps
module PC(
	input   wire clk,
	input   wire rst,
    input   wire i_PC_write,
	input   wire [31:0] i_PC,
	output  wire [31:0] o_PC
    );
    reg [31:0] PC_temp;
    always @(posedge clk) begin
        if (~rst)begin
            PC_temp <= 32'b11111111111111111111111111111111;  
        end
        else begin 
            if(i_PC_write) begin
                PC_temp <= i_PC;
            end
            else begin 
                PC_temp <= PC_temp;
            end
        end
    end 
    assign o_PC = PC_temp;
endmodule
==> flow/run.sh <==
#!/bin/bash
# OpenROAD 26Q1-2900-gdf79404cd8, Yosys 0.63+post, stock flow scripts
make -C /OpenROAD-flow-scripts/flow DESIGN_CONFIG=/design/flow/config.mk WORK_HOME=/design/flow/orfs finish
==> flow/config.mk <==
export PLATFORM = sky130hd
export DESIGN_NAME = PC
export DESIGN_NICKNAME = PC
export VERILOG_FILES = /design/flow/design.v
export SDC_FILE = /design/flow/constraint.sdc
export NUM_CORES = 4
export LEC_CHECK = 1
export CORE_AREA = 10 10 91 91
export DIE_AREA = 0 0 101 101
==> flow/constraint.sdc <==
current_design PC

set clk_period 1.1
set clk_io_pct 0.2

create_clock -name clk0 -period $clk_period [get_ports {clk}]

set non_clock_inputs [all_inputs -no_clocks]
set_input_delay [expr $clk_period * $clk_io_pct] -clock clk0 $non_clock_inputs
set_output_delay [expr $clk_period * $clk_io_pct] -clock clk0 [all_outputs]
==> flow_metrics.tcl <==
# metrics dict for downstream scripts
set metrics [dict create \
    status "finished clean" \
    final_cell_mix "clkdlybuf4s50_1, dfxtp_2, mux2i_1, nand2_1, dlygate4sd2_1" \
    crit_start "PC_temp[20]" \
    top_area_cell "dfxtp_1" \
    path_clk_slew_ps 60 \
    top_regs "PC_temp x32" \
    cp_data_required_time_ps 880 \
    syn_to_final_growth_pct 74.1 \
    p_leak_nw 0.821 \
    clock-sinks 32 \
    ys_cells 103 \
    antenna_found_initial 0 \
    yosys_area_sq_um 1150 \
    hold_slack_ps 433 \
    htree_levels 2 \
    hp-class "input port to register" \
    finalHoldViolCount 0 \
    slew-limit-headroom 0.895 \
    min_from "i_PC_write" \
    cpMaxStageDelayCell "dfxtp_2" \
    avgViaCountPerCell 3.70 \
    max_freq_ghz 0.946 \
    largest_register_ffs 32 \
    instances_no_fill 250 \
    worstSetupStartpointType "register" \
    worst-setup-path-type "register to primary output" \
    top_cells_by_area "dfxtp_1, mux2i_1, nand2_1" \
    first_global_vias 920 \
    critPathCaptureType "primary output" \
    dr.pass1.iters 4 \
    power.density_cell_area_nw_per_um2 1300 \
    synth_cell_type_count 6 \
    drc 0 \
    cap_violations 0 \
    routed_wl_um 3080 \
    fillers 650 \
    grt_max_degree 33 \
    post-cts-setup-buffer-count 0 \
    cts_root_buf "clkbuf_8" \
    peakVddDrop_v 0.000454 \
    grt_pass1_wl_um 4660 \
    die_h_um 101 \
    place.gp.congestion 0.652 \
    critical_path.max_stage_delay_ps 320 \
    netlist_area_sq_um 1150 \
    drive_above_1_share 0.254 \
    cts_buffer_depth 2 \
    io_buffers 66 \
    die_x_um 101 \
    cp_num_buf_inv 1 \
    fin_crit_sh 0.961 \
    ys.flops 32 \
    coreArea_sq_um 6350 \
    cts_tree "built" \
    path_cells "dlygate4sd2_1" \
    final_area_sq_um 2000 \
    arrival_ps 840 \
    path_delay_family "flip-flops" \
    rsz0062_at_grt "no" \
    top_cell_area_share 0.558 \
    utilization 0.315 \
    cts_made_buffers 5 \
    ys_seq_frac 0.558 \
    fp_util 0.181 \
    ant_nets 0 \
    via_count 925 \
    dp.cells 243 \
    avgSynthCellArea_sq_um 11.2 \
    post_drt_wl_per_cell_um 12.3 \
    diodes 0 \
    io_pins 67 \
    worst_pin_slew_ps 153 \
    ys_warn_count 1 \
    top_register "PC_temp" \
    skew_ps 0 \
    drv_slew 0 \
    layout_top_cell "clkdlybuf4s50_1" \
    clk_latency_ps 270 \
    fin_total_pwr_mw 2.60 \
    grt_overflow_total 0 \
    grt_usage 0.0556 \
    warnings 25 \
    dieArea_sq_um 10200 \
    worst_r2r_startpoint "PC_temp[1]" \
    cp_max_fo 2 \
    place_hpwl_um 2350 \
    fp-row-count 29 \
    ctsHoldBuffers 0 \
    setup_viol 0 \
    final.min_clock_period_ps 1060 \
    drt_iter0_markers 6 \
    netlist_instances 103 \
    placed_area_sq_um 1900 \
]
repair_timing:
| action | 4_1_cts | 5_1_grt |
|---|---|---|
| gates cloned | 0 | 0 |
| hold endpoints to repair | 0 | 0 |
| setup endpoints to repair | 32 | 2 |
| resized | 64 | 2 |
logic make-up after synthesis:
kind of cell           Yosys count  synth area share
muxes                           32             0.279
DFF                             32             0.558
and+or+nand+nor                 32             0.105
buffers and inverters            7            0.0588
Yosys cell counts (all sizes together):
library cell	instances
buf	4
dfxtp	32
clkbuf	3
mux2i	32
nand2	32
where the power goes:
group / internal, mW / leakage (nW) / switching, mW
clock network: 0.557 / 0.0503 / 0.402
logic: 0.258 / 0.516 / 0.113
registers: 1.24 / 0.255 / 0.0310
worst min-delay path: cells and delay by family:
family	cells	cell delay, ps
mux	1	80
simple gates	1	50
buf+inv	2	320
layer usage:
metal	global-route usage	share of wire	up-vias
li1	-	-	475
met1	0.0712	0.42	402
met2	0.0737	0.41	42
met3	0.0423	0.16	6
met4	0.00965	0.017	0
met5	0	0	-
cell type report:
cell class | instances | area (sq um) | area share
well taps | 77 | 96.3 | 0.0482
clock buffers | 7 | 96.3 | 0.0482
repair buffers | 70 | 686 | 0.343
flip-flops and latches | 32 | 681 | 0.340
multi-input cells | 64 | 440 | 0.220
final timing paths:
path / endpoint / slack [ps] / cells after the start
max reg2reg: PC_temp[1] / 470 / 2
min reg2reg: PC_temp[3] / 460 / 2
max: o_PC[20] / 40 / 1
min: PC_temp[26] / 430 / 4
per-stage QoR:
stage | worst slack [ps] | TNS [ps]
6_report | 42.6 | 0
5_1_grt | 4.52 | 0
4_1_cts | 19.0 | 0
3_5_place_dp | -17.4 | -349
3_3_place_gp | -4.04 | -53.9
2_1_floorplan | 272 | 0
Power and IR drop assume default switching activity.

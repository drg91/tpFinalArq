==> /design/flow/design.v <==
`timescale 1ns / 1ps
module IF_ID_Latch(
    input wire clk,
    input wire rst,
    input wire [63:0] i_data,
    output reg [63:0] o_data
    );
    reg [63:0] IF_ID_temp;
    always@(negedge clk)
    begin
        if(~rst)begin
            o_data <= 0;
        end
        else begin
            o_data <= i_data;
        end
    end
endmodule
==> /design/flow/run.sh <==
#!/bin/bash
# OpenROAD 26Q1-2900-gdf79404cd8, Yosys 0.63+post, stock flow scripts
make -C /OpenROAD-flow-scripts/flow DESIGN_CONFIG=/design/flow/config.mk WORK_HOME=/design/flow/orfs finish
==> /design/flow/config.mk <==
export PLATFORM = sky130hd
export DESIGN_NAME = IF_ID_Latch
export DESIGN_NICKNAME = IF_ID_Latch
export VERILOG_FILES = /design/flow/design.v
export SDC_FILE = /design/flow/constraint.sdc
export NUM_CORES = 4
export LEC_CHECK = 1
export CORE_UTILIZATION = 40
==> /design/flow/constraint.sdc <==
current_design IF_ID_Latch

set clk_period 1.0
set clk_io_pct 0.2

create_clock -name clk0 -period $clk_period [get_ports {clk}]

set non_clock_inputs [all_inputs -no_clocks]
set_input_delay [expr $clk_period * $clk_io_pct] -clock clk0 $non_clock_inputs
set_output_delay [expr $clk_period * $clk_io_pct] -clock clk0 [all_outputs]
==> run_results.csv <==
group,metric,value,unit
place,gp_routability_congestion,0.710,
logic_synthesis,synth.yosys.num_cells,135,
sta,slew_viol_final,0,
clock_tree,cts.hold.buffers_added,0,
grt,grt_pass1_vias,1668,
setup_path,path_buffers,1,
logic_synthesis,yosysUniqueCellTypes,4,
setup_path,worstPathRequired,0.80,ns
logic_synthesis,synth_area_per_cell,13.3,um^2
route,detail_route.drc_violations,0,
clock_tree,cts.reportedPaths.clkPinSlew,0.04,ns
floorplan,die-height,69.0,um
power,power.leakage,1.86,nW
clock_tree,cts-root-buf,"clkbuf_8",
status,run_status,"finished, violations left",
floorplan,core_util_floorplan,43.3,%
logic_synthesis,synth_sequential_area_ratio,71.4,%
sta,timing.max_slew.rel_slack,91.9,%
place,hpwlAfterDp,2930,um
logic_synthesis,synthXorXnorAreaFrac,0,%
place,place.detailed.instances,310,
clock_tree,cts_post_setup_buffers_inserted,0,
logic_synthesis,mux_share,0,%
place,port_buffers,129,
setup_path,critPathMaxFanout,1,
setup_path,cp-end-kind,"primary output",
sta,rsz_0062_raised_after_global_routing,"true",
grt,global_route_wire_length_before_repair,6680,um
floorplan,core,4140,um^2
sta,timing_hold_violations_final,0,
grt,grt-ovfl-total,0,
layout,layout_top_registers,"o_data: 64 flops",
setup_path,timing.critical_path.max_delay_family,"flip-flops",
run,maxCapViolations,0,
route,insertedDiodeCount,0,
sta,worst_slack,-0.479,ns
route,drtAntennaViolNets,0,
layout,final_cells,387,
setup_path,crit_path_cell_trace,"buf_2",
clock_tree,numCtsBuffers,9,
power,p_per_area,1890,nW/um^2
grt,maximum_number_of_pins_on_one_net_before_global_route_repair,32,
setup_path,slowest_stage,"dfxtp_2",
logic_synthesis,synth_flop_count,64,
sta,worst_pin_slew,0.122,ns
logic_synthesis,syn_area,1800,um^2
layout,final_layout_size_suffix_gt1_share,44.2,%
grt,antenna_violations_before_repair,0,
clock_tree,cts_max_level,3,
route,route.vias.total,1580,
logic_synthesis,synth_compound_gate_area_share,0,%
route,detailedRoute.firstPassIterationCount,4,
route,avgViaCountPerCell,4.08,
floorplan,die_width,69.0,um
layout,largest_register_ff_count,64,
floorplan,top_level_ports,130,
grt,grt_overall_usage,20.1,%
layout,final_core_util,80.2,%
setup_path,critical_path_arrival,1.28,ns
logic_synthesis,fa_ha_area_share,0,%
logic_synthesis,yosys-dominant-comb-family,"simple AND/OR/NAND/NOR gates",
floorplan,chip_area,4760,um^2
setup_path,critical-path-max-stage-delay,0.31,ns
route,route.detailed.wl_per_inst,11.9,um
setup_path,startpoint_type,"register",
layout,largest_register_by_flop_count,"o_data",
power,total_power,6.28,mW
floorplan,fp-row-count,23,
min_path,timing.hold.worst.class,"in -> reg",
status,failed_checks,"negative setup slack",
layout,area_delta_synth_final,85.2,%
clock_tree,max-clock-path-buffers,2,
setup_path,criticalPathCategory,"reg -> out",
route,initialDrtViolationCount,52,
power,worst_vdd_ir,1050,uV
logic_synthesis,synth_warnings,1,
logic_synthesis,synth-simple-area-share,26.8,%
clock_tree,tritoncts_clock_tree,"built",
route,routed_wl,4620,um
logic_synthesis,synth-area-yosys,1800,um^2
run,warnings,93,
logic_synthesis,synthesis.instances,135,
sta,finalSetupViolations,84,
clock_tree,cts.sink_count,64,
==> metrics by stage <==
stage | hold WS (ns) | cell area, um^2 | setup WS, ns | TNS, ns
floorplan | 0.836 | 1850 | -0.0883 | -5.30
CTS | 0.657 | 3300 | -0.495 | -30.23
global placement | 1.29 | 3160 | -0.700 | -72.00
detailed placement | 1.30 | 3160 | -0.709 | -72.60
global route | 0.552 | 3320 | -0.547 | -32.22
finish | 0.565 | 3320 | -0.479 | -29.35
==> logic make-up (layout without fill, tap and decap cells) <==
kind of cell           count (synthesis)  in the layout
buffers and inverters                  7            209
DFF                                   64             64
and+or+nand+nor                       64             64
==> report_power, final <==
group          internal [mW]  switching, mW  leakage (nW)  total, mW
Sequential              2.71         0.0268         0.535       2.74
Combinational          0.450          0.122         0.897      0.572
Clock                   1.43           1.54         0.425       2.97
Total                   4.59           1.69          1.86       6.28
==> cells in the mapped netlist (all sizes together) <==
master	count	area, um^2
clkbuf	6	30.0
and2	64	480
dfxtp	64	1280
inv	1	3.75
==> worst paths after layout <==
| kind | from | end | slack (ns) | cells after the start |
|---|---|---|---|---|
| worst max-delay path | o_data[39] | o_data[39] | -0.48 | 1 |
| worst min-delay path | i_data[45] | o_data[45] | 0.57 | 2 |
==> timing repair <==
| item | CTS | global route |
|---|---|---|
| resized | 233 | 19 |
| endpoints found under the setup margin | 128 | 83 |
| cloned | 1 | 0 |
==> layout make-up <==
class	instances	area, um^2
fill	272	820
tap	50	62.6
sequential	64	1290
timing repair buffer	132	1040
multi-input combinational	64	528
clock inverter	68	284
clock buffer	9	124
==> cell usage in the layout, fill, tap and decap left out <==
cell type	count
dlygate4sd2_1	6
inv_1	65
clkinvlp_2	2
buf_16	1
dfxtp_2	5
clkbuf_8	9
and2_4	38
buf_12	2
buf_4	1
clkdlybuf4s50_1	54
dlymetal6s2s_1	4
buf_2	64
dfxtp_1	59
bufinv_16	1
and2_2	26
==> layer usage <==
metal	global-route usage (%)	share of wire [%]	vias up
met3	17.7	15	8
met2	28.8	46	92
li1	-	-	803
met4	8.67	1.8	0
met5	0	0	-
met1	20.5	37	677
No activity file was given, so power comes from the tool's default toggle rates.

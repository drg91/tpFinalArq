<file path="flow/run.sh">
#!/bin/bash
# OpenROAD 26Q1-2900-gdf79404cd8, Yosys 0.63+post, stock flow scripts
make -C /OpenROAD-flow-scripts/flow DESIGN_CONFIG=/design/flow/config.mk WORK_HOME=/design/flow/orfs finish
</file>
<file path="flow/config.mk">
export PLATFORM = sky130hd
export DESIGN_NAME = registers
export DESIGN_NICKNAME = registers
export VERILOG_FILES = /design/flow/design.v
export SDC_FILE = /design/flow/constraint.sdc
export NUM_CORES = 4
export LEC_CHECK = 1
export CORE_UTILIZATION = 40
</file>
<file path="flow/design.v">
`timescale 1ns / 1ps
module registers(
        input wire clk,
        input wire rst,
        input wire i_wenable,
        input wire [4:0] i_addres_rs,
        input wire [4:0] i_addres_rt,
        input wire [4:0] i_addres_rd,
        input wire [31:0] i_data_rd,
        output wire [31:0] o_data_rs,
        output wire [31:0] o_data_rt
    );
    reg [31:0]register_file[0:31];
    integer index;
    always@(posedge clk) begin
        if(~rst)begin
            for(index=0; index<32; index = index + 1)begin
                register_file[index] <= 0;
            end
        end
        else begin
            if (i_wenable) begin
                register_file[i_addres_rd] <= i_data_rd;
            end
        end
    end
    assign o_data_rs = register_file[i_addres_rs];
    assign o_data_rt = register_file[i_addres_rt];
endmodule
</file>
<file path="flow/constraint.sdc">
current_design registers

set clk_period 15.4
set clk_io_pct 0.2

create_clock -name clk0 -period $clk_period [get_ports {clk}]

set non_clock_inputs [all_inputs -no_clocks]
set_input_delay [expr $clk_period * $clk_io_pct] -clock clk0 $non_clock_inputs
set_output_delay [expr $clk_period * $clk_io_pct] -clock clk0 [all_outputs]
</file>
==> reports/results.tsv <==
stage	metric	value	unit
job	max-cap viol count	0	
floorplan	DIE HEIGHT	375	um
timing	RSZ-0062 raised after global routing	false	
worst_setup_path	Crit Path Class	primary input to primary output	
logic_synthesis	MUX area fraction	0.184	
logic_synthesis	adder-cell area share of the yosys netlist	0	
power_and_ir_drop	Power Density	108	nW/um2
timing	worst rel slew slack	0.306	
logic_synthesis	YS warnings	1	
detailed_routing	DRC viols	0	
logic_synthesis	yosys simple share	0.157	
detailed_routing	via count	38700	
placed_design	Post-DP HPWL	116000	um
power_and_ir_drop	Net Sw Frac	0.262	
worst_setup_path	crit path launch type	primary input	
timing	f_max	95.0	MHz
detailed_routing	ANT nets after route	0	
logic_synthesis	syn avg cell area	12.0	um2
detailed_routing	final wirelength	206000	um
logic_synthesis	ao+oa area frac	0.0732	
power_and_ir_drop	Leakage	0.0240	uW
logic_synthesis	synth cell count leaders	1,026 x and2_1, 1,024 x edfxtp_1, 1,024 x mux2i_1	
power_and_ir_drop	Int Pwr	5020	uW
logic_synthesis	Synth Seq Share	0.552	
worst_setup_path	CP Capture Type	primary output	
floorplan	Pre-Place Util	0.405	
timing	Max Transition Viols Final	0	
logic_synthesis	XOR/XNOR Fraction of Synth Area	0	
floorplan	Die W	375	um
logic_synthesis	Cells after Synth	4646	
floorplan	die area	141000	um2
placed_design	dpl ws	5110	ps
logic_synthesis	Main logic family	multiplexers	
cts	CTS root buf	clkbuf_16	
power_and_ir_drop	Psw	1780	uW
cts	H-tree Lvls	3	
logic_synthesis	synthesis-stage register bit count	1024	
logic_synthesis	top cells, area	edfxtp_1 55%, mux2i_1 18%, and2_1 12%	
floorplan	Core ar.	138000	um2
layout	largest reg by FF count	register_file	
detailed_routing	drt pass-1 iters	5	
power_and_ir_drop	maximum vdd drop	0.0967	mV
worst_hold_path	Min-Delay Path Class	primary input to flop	
logic_synthesis	Top FF cell, synth	edfxtp_1	
layout	layout cells sized above 1	0.0852	
logic_synthesis	chip area in the Yosys report	55800	um2
grt	initial antenna violation count	11	
layout	largest registers	register_file x1024	
logic_synthesis	cell with the most instances after synthesis	and2_1	
cts	CTS buffer count	111	
cts	CTS clk-pin slew, worst paths	60	ps
logic_synthesis	yosys cell count	4646	
timing	Setup TNS	0	ps
floorplan	I/O pins	114	
timing	crit share post-route	0.683	
cts	hold_buf cts	0	
timing	worst slew pin tran	1040	ps
logic_synthesis	Synth Cell Area	55800	um2
job	OpenROAD warnings	26	
logic_synthesis	Netlist cell types	27	
logic_synthesis	post-synthesis async set-or-reset flop share	0	
timing	fin crit period	10520	ps
logic_synthesis	Top cell area share	0.552	
grt	GRT Residual Overflow	0	
placed_design	# port buffers	113	
timing	fin worst setup slack	4880	ps
logic_synthesis	post-synth top area cell	edfxtp_1	
timing	Final Hold Fails	0	
worst_setup_path	Worst EP arrival	7440	ps
power_and_ir_drop	Clock Power Share	0.392	
grt	first-pass GRT wire length	290000	um
placed_design	GPL Wtd Cong	0.917	
timing	# setup viols final	0	
timing	hold slack	2970	ps
layout	Layout area overhead	12.5	%
detailed_routing	wire per inst	31.8	um
floorplan	num rows	136	
power_and_ir_drop	sequential share of power	0.484	
grt	GRT Util Overall	0.312	
status	status	finished clean	
worst_setup_path	CP Max Fanout	42	
cts	setup repair bufs after CTS	0	
detailed_routing	Detailed Route Iter0 Violations	2885	
grt	largest net degree at the start of global routing	97	
detailed_routing	Via density	5.98	
logic_synthesis	EDFF count, synth	1024	
cts	CTS Buffer Depth	3	
cts	CTS tree	yes	
layout	max reg flops	1024	
layout	Layout Utilization	0.455	
power_and_ir_drop	Design Power	6800	uW
grt	number of global-route vias before repair	39300	
cts	CTS Sinks	1024	
power_and_ir_drop	power share of the combinational group	0.124	
cts	PostCTS Resize Cnt	0	
worst_setup_path	CP Data Required Time	12320	ps
## layout make-up
cell class                      instances  area (um2)
Antenna cell                           11        27.5
Clock buffer                          137        2880
Clock inverter                         64         672
Tap cell                             1794        2240
Fill cell                           12200       75100
Sequential cell                      1024       30700
Multi-Input combinational cell       3167       23700
Timing Repair Buffer                  281        2450
## critical path, cell delays in order
cell             delay (ps)
clkdlybuf4s50_1         620
nor2b_4                 190
buf_4                   380
buf_4                   670
buf_4                   740
a22o_1                  230
nor3_1                   60
a31oi_1                 540
nand3_1                 340
clkdlybuf4s50_1         510
## per-stage QoR
stage,instance area [um2],cells
2_1_floorplan,55800,4646
3_3_place_gp,59200,6266
3_5_place_dp,59200,6266
4_1_cts,62700,6467
5_1_grt,62700,6468
6_report,62700,6478
## routing by layer
layer	GRT usage	wire length, um	part of all wire
met1	0.389	73100	0.35
met3	0.224	35600	0.17
met2	0.436	89200	0.43
met4	0.101	8010	0.039
met5	0.0127	135	0.00065
## power by group through the flow
stage | clock [uW] | combinational (uW) | sequential [uW]
after CTS | 2690 | 827 | 3290
after global routing | 2790 | 886 | 3310
final | 2670 | 843 | 3290
## logic make-up (layout without fill, tap and decap cells)
group	count (synthesis)	count (layout)
AND/OR/NAND/NOR	1535	1535
multiplexers	1024	1024
other	0	11
flip-flops	1024	1024
AND-OR/OR-AND	608	608
buffers and inverters	455	482
## final timing paths
path                                                   to            from  cells after the start  slack, ps
worst max-delay path                        o_data_rs[11]  i_addres_rs[2]                     10       4880
worst min-delay path  register_file[23][30]$_SDFFCE_PN0P_             rst                      2       2970
## cell usage in the layout, fill, tap and decap left out, types with 3 or more instances in the layout
master / count
o21ai_4: 32
nor3_1: 64
bufinv_16: 11
nand3_1: 193
nand3b_1: 3
a22oi_1: 192
clkinv_2: 16
mux2i_1: 1024
clkdlybuf4s50_1: 110
buf_12: 4
nand2b_2: 4
a22o_1: 128
nor2b_4: 4
a31oi_1: 64
clkbuf_1: 26
and2_1: 1024
clkbuf_16: 111
edfxtp_1: 1024
nand2_1: 195
buf_4: 165
diode_2: 11
nor2_4: 34
a21oi_1: 192
clkinv_1: 28
Power is estimated from default activity; no workload was simulated.
